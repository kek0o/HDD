File: ./design.v
module booth(
  input wire clk,  
  input wire resetn,  
  input wire start,  
  input wire ack,  
  input wire signed [15:0] data_a,  
  input wire signed [15:0] data_b,  
  output reg busy,  
  output reg irq,  
  output reg signed [31:0] result,  
  input irq_enable  
);
reg signed [31:0] partial_res;
reg [2:0] window_count;
wire [1:0] state;  
reg start_prev_q;
assign state = {busy,irq};
wire signed [17:0] action_value;
wire [2:0] window;
wire start_prev_d, start_posedge;
assign start_prev_d = start;
always @(posedge clk) begin
  if (!resetn) start_prev_q <= 1'b0;
  else start_prev_q <= start_prev_d;
end
assign start_posedge = !start_prev_q && start;
wire signed [16:0] data_a_comp;  
wire signed [16:0] extended_data_a;
assign extended_data_a = {data_a[15],data_a[15:0]};
assign data_a_comp = ~extended_data_a + 1'b1;
wire [17:0] two_data_a, two_data_a_comp;
assign two_data_a = {extended_data_a[16:0], 1'b0};  
assign two_data_a_comp = ~two_data_a + 1'b1;
assign window = (window_count == 0) ? {data_b[1:0],1'b0} : data_b[(window_count << 1) + 1 -:3];
assign action_value = (window == 3'b001 || window == 3'b010) ? {extended_data_a[16],extended_data_a} :
                      (window == 3'b011) ? two_data_a :
                      (window == 3'b100) ? two_data_a_comp :
                      (window == 3'b101 || window == 3'b110) ? {data_a_comp[16],data_a_comp} :
                      17'b0;
wire signed [31:0] partial_sum;
assign partial_sum = partial_res + {action_value,14'b0};
always @(posedge clk) begin
  if (!resetn) begin
    partial_res <= 32'b0;
    window_count <= 3'b0;
    busy <= 1'b0;
    irq <= 1'b0;
  end else begin
    case (state)
      2'b00: begin  
        partial_res <= 32'b0;
        if (start_posedge) busy <= 1'b1;
      end
      2'b10: begin  
        if (window_count < 7) begin
          partial_res <= {partial_sum[31],partial_sum[31],partial_sum[31:2]};  
          window_count <= window_count + 1'b1;
        end else begin  
          window_count <= 3'b0;
          partial_res <= partial_sum;
          if (irq_enable) irq <= 1'b1;
          else busy <= 1'b0;
        end
      end
      2'b11: begin  
        if (ack) begin  
          irq <= 1'b0;
          busy <= 1'b0;
        end 
      end
    endcase
  end
end
assign result = partial_res;
endmodule
File: ./config.mk
export PLATFORM = sky130hd
export DESIGN_NAME = booth
export DESIGN_NICKNAME = booth
export VERILOG_FILES = /design/flow/design.v
export SDC_FILE = /design/flow/constraint.sdc
export NUM_CORES = 4
export LEC_CHECK = 1
export CORE_UTILIZATION = 40
File: ./constraint.sdc
current_design booth

set clk_period 15.6
set clk_io_pct 0.2

create_clock -name clk0 -period $clk_period [get_ports {clk}]

set non_clock_inputs [all_inputs -no_clocks]
set_input_delay [expr $clk_period * $clk_io_pct] -clock clk0 $non_clock_inputs
set_output_delay [expr $clk_period * $clk_io_pct] -clock clk0 [all_outputs]
File: ./run.sh
#!/bin/bash
# OpenROAD 26Q1-2900-gdf79404cd8, Yosys 0.63+post, stock flow scripts
make -C /OpenROAD-flow-scripts/flow DESIGN_CONFIG=/design/flow/config.mk WORK_HOME=/design/flow/orfs finish
==> notes.md <==
Results of the flow run.

The global placement routability congestion stands at about 0.9. Counting along the longest clock path gives a buffer depth of 2. The number of ports placed on the die boundary stands at 71. The floorplan step defined a die boundary enclosing around 9500 sq um. The synthesized design contains 38 register bits.

Entering global routing, the biggest net connects 36 pins. In the final layout, the multi-input gates occupy 2733 sq um. The relative slew slack stands at 0.4369. The largest vdd supply drop stands at about 0.062 mV. The post-detailed-placement cell area stands at 4423 sq um. Compared with the post-synthesis result, the final layout area differs by 23.85%. The all-layer global routing usage stands at 0.2104. The tool warning count for the run is 27. The tool flagged a number of max-cap violations equal to 0. TritonCTS built the clock tree. The die outline height stands at between 90 and 100 um. The worst setup path is captured at a flop. The maximum clock frequency stands at approximately 0.13 GHz. Per the final layout report, the fraction of cells sized above drive strength 1 comes to 0.05916. The number of fill cells in the layout stands at about 840. The routed design has 9494 um of wire.

The final hold violation count stands at 0. The number of hold-repair buffers added at the cts stage stands at 0. Post-CTS repair ended up resizing 0 cells. Setup repair after global routing left no endpoint under its margin.

The worst setup margin stands at roughly 7700 ps. Across the whole layout, storage elements account for ~760 sq um. Per the detail_route report, the via count comes to 3537.

The root buffer cell chosen for the clock tree is sky130_fd_sc_hd__clkbuf_8. The quantity of I/O buffers inserted on ports stands at ~70. The standard-cell row count stands at 34. The longest incremental delay of any stage on the critical path is reported as roughly 600 ps. The tally of non-filler cells in the final layout stands at ~630. The half-perimeter wire length after placement stands at 7098 um. Per the timing report, the biggest fanout along the worst path comes to 20. The netlist uses ~74 different library cells. Per the synth stats, the proportion of register bits with asynchronous set or reset is 0. Per the OpenROAD floorplan log, the width of the die is 97.69 um. The number of cells in the design after placement stands at 625.

The TritonCTS sink count stands at 38. The number of warnings issued by yosys stands at 2. The number of routed nets with antenna violations stands at 0. The critical path in this run is classified as input port to flop.

The yosys-reported design area after synthesis stands at ~3700 sq um. The run finished with clean final reports. STA classifies the critical path startpoint as an input port. Max-slew check failures listed in the final report amount to 0. As reported, the later end of the worst-skew pair has a clock insertion delay of 280 ps. Post-synth the commonest register cell is sky130_fd_sc_hd__dfxtp_1. The cell sequence reported for the critical path is clkdlybuf4s50_1, mux4_1, nor3_1, a211o_1, nor2_1, nand2_1, o21ai_0, o2bb2ai_1, ha_1, a211oi_1, o211ai_1, a311oi_1, a21oi_1, a31o_2, xor3_2, nor3_1, a221o_1. The cell count after synthesis stands at between 400 and 500. The core box area stands at 8806 sq um.

The total of endpoints with negative setup slack in the final report stands at 0. On the final layout, the worst clock skew is roughly 6.5 ps. The routed length per instance stands at approximately 15 um. The H-tree depth reported by CTS stands at 2. The count of library flops with an enable pin stands at 0. For this run, the share of the core covered by cells in the final layout is 0.5151. By instance count, the cell type seen most on the critical path is sky130_fd_sc_hd__nor3_1. The share of the Yosys chip area taken by registers is 0.2077. Per the detail_route report, vias per standard cell equal about 5.6.

The final critical-path required period stands at 7872 ps. The DRC marker count from the first detailed-route iteration stands at approximately 210. Adding up every negative setup slack in the final design gives 0 ps.

The worst setup slack before clock tree synthesis stands at between 7000 and 8000 ps. The transition time at the pin with the least slew margin stands at around 840 ps. The final clock period utilization by the worst path stands at 0.5046. In this run, CTS created clock tree buffers numbering 5. The number of global-route vias before repair stands at between 3000 and 4000.

The number of design rule violations left after detail routing stands at 0. The cell count in the Yosys report stands at ~470. The pre-antenna-repair detailed-routing pass consisted of 20 iterations. The initial antenna violation count is 0.

The cell area after synthesis stands at ~3700 sq um. The area of all placed cells without fillers stands at roughly 4500 sq um. The number of buffers inserted by post-CTS setup repair stands at 0. The global-route wire length before repair stands at 16390 um. For this design the ratio of total power to cell area is roughly 80 nW/um^2. The clock-pin slew on the worst setup and hold paths stands at about 80 ps. The leakage component of the power stands at 0.001595 uW. Averaged over all synthesized cells, the footprint is about 8 sq um. For the worst setup path, the data required time is approximately 16000 ps.

In the floorplan report the effective utilization is 0.4159. The largest individual stage delay along the critical path comes from the cell sky130_fd_sc_hd__a211o_1. The antenna diode count stands at 0.

The arrival time of data at the critical path endpoint stands at 8110 ps. The overflow left after global routing stands at 0. The path class of the tightest hold or removal check is flop to flop.
## through the flow
stage	hold slack, ps	power (uW)
3_3_place_gp	487.9	278.8
4_1_cts	515.5	367.4
6_report	509.3	365.0
3_5_place_dp	499.7	278.5
2_1_floorplan	431.5	233.7
5_1_grt	554.7	393.6
## layer usage
metal  share of wire  vias to the layer above  GRT usage
li1                -                     1831          -
met1            0.52                     1595     0.3477
met2            0.42                      103     0.3033
met3           0.047                        8    0.02709
met4          0.0096                        0    0.02448
met5               0                        -          0
## registers in the layout, summed over array words and instances (netlist names)
| register | flops |
|---|---|
| partial_res | 32 |
| irq | 1 |
| start_prev_q | 1 |
| busy | 1 |
| window_count | 3 |
## cells in the mapped netlist, drive strengths merged (6+ instances only)
master	instances	area (sq um)
mux2i	12	132.6
nand3	15	75.07
buf	10	65.06
nor2b	26	162.7
a21oi	35	175.2
xor2	7	61.31
o21ai	32	160.2
a21boi	6	45.04
dfxtp	38	760.7
o22ai	8	50.05
ha	22	275.3
nor2	28	107.6
and2	9	56.31
a31oi	6	52.55
clkbuf	16	60.06
o221ai	6	52.55
inv	13	48.80
a221oi	7	61.31
nor3	15	75.07
xnor2	24	217.7
nand2	48	180.2
a22oi	17	127.6
## layout by cell type, fill, tap and decap left out, types with 7 or more instances in the layout
master                             n
sky130_fd_sc_hd__a21oi_1          35
sky130_fd_sc_hd__nor3_1           14
sky130_fd_sc_hd__nand3_1          15
sky130_fd_sc_hd__and2_1            8
sky130_fd_sc_hd__a22oi_1          17
sky130_fd_sc_hd__clkdlybuf4s50_1  70
sky130_fd_sc_hd__xor2_1            7
sky130_fd_sc_hd__dfxtp_1          38
sky130_fd_sc_hd__mux2i_1          11
sky130_fd_sc_hd__a221oi_1          7
sky130_fd_sc_hd__nor2b_1          26
sky130_fd_sc_hd__o21ai_0          31
sky130_fd_sc_hd__nand2_1          48
sky130_fd_sc_hd__xnor2_1          23
sky130_fd_sc_hd__ha_1             22
sky130_fd_sc_hd__o22ai_1           8
sky130_fd_sc_hd__nor2_1           27
sky130_fd_sc_hd__inv_1            13
## cells by family (layout without fill, tap and decap cells)
logic type,after synthesis,in the layout,share of synthesized area
adders and majority gates,25,25,0.08609
and+or+nand+nor,166,166,0.2299
DFF,38,38,0.2077
muxes,17,17,0.06286
buffers and inverters,39,96,0.04749
AOI/OAI and AO/OA,150,150,0.2829
xor gates and xnor gates,32,32,0.08302
## report_power, final
group          switching [uW]  internal (uW)
Sequential               5.69            102
Clock                    34.8           51.2
Combinational            90.9           80.6
## area by class of cell
cell class / count / share of cell area
multi-input cells: 390 / 0.6025
flip-flops and latches: 38 / 0.1677
repair buffers: 76 / 0.1644
well taps: 108 / 0.02979
clock buffers: 6 / 0.01821
inverters: 13 / 0.01076
clock inverters: 1 / 0.006621
## critical path, delay by kind of cell
kind	cells	cell delay (ps)
compound gates	9	2440
buf+inv	1	390
xor+xnor	1	380
mux	1	510
fa+ha+maj	1	300
simple gates	4	950
## worst paths after layout
check | start | end | slack (ps) | depth (start not counted)
max | data_b[10] | partial_res[30] | 7730 | 17
min | partial_res[22] | partial_res[22] | 510 | 2
max reg2reg | window_count[0] | partial_res[30] | 9350 | 18
min reg2reg | partial_res[22] | partial_res[22] | 510 | 2
Power figures rest on the tool's default switching activity, not on a simulated workload.
